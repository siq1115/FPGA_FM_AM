==> design.v <==
module seg(clk,SEL,disnum,rst,SCLK,RCLK,SER);
input                   clk; 
input           [15:0]  disnum;
output                  SER;
output                  SCLK;
output                  RCLK;
output           [3:0]  SEL;
input                   rst;
wire [4:0]   dis1bit;
reg [1:0]   cnt = 3'b0;
reg [7:0]   sel;
reg [7:0]   dig;
reg [3:0]   cntClkDiv = 4'd0;
assign SCLK = (cntClkDiv < 4'd8) ? ~clk : 1'b0;
assign SEL = sel;
assign RCLK = (cntClkDiv == 4'd9) ? 1'b1 : 1'b0;
assign SER = (cntClkDiv < 4'd8) ? dig[cntClkDiv] : dig[7];
assign dis1bit = disnum[cnt*4 +: 4];
always @(posedge clk or posedge rst) begin
    if (rst) begin
        cntClkDiv <= 3'd0;
    end
    else begin
        if (cntClkDiv > 4'd10) begin
            cntClkDiv <= 4'd0;
        end
        else begin
            cntClkDiv <= cntClkDiv + 4'd1;
        end
    end
end
always @(dis1bit) begin
    case(dis1bit)
        4'd0: dig <= 8'b11111100;
        4'd1: dig <= 8'b01100000;
        4'd2: dig <= 8'b11011010;
        4'd3: dig <= 8'b11110010;
        4'd4: dig <= 8'b01100110;
        4'd5: dig <= 8'b10110110;
        4'd6: dig <= 8'b10111110;
        4'd7: dig <= 8'b11100000;
        4'd8: dig <= 8'b11111110;
        4'd9: dig <= 8'b11110110;
        4'd10: dig <=8'b11101110;
        4'd11: dig <=8'b01101110;
        4'd12: dig <=8'b10011100;
    default : dig <= 8'b00000000;
    endcase
end
always @(cnt) begin
    case(cnt-1'b1)
        2'd3:sel<=4'b1110;
        2'd2:sel<=4'b1101;
        2'd1:sel<=4'b1011;
        2'd0:sel<=4'b0111;
    endcase
end
always @(posedge clk or posedge rst) begin
    if (rst) begin
        cnt <= 3'b0;
    end
    else begin
        if (cntClkDiv == 4'd8) begin
            cnt <= cnt + 1'b1; 
        end
        else begin
            cnt <= cnt;
        end
    end
end
endmodule 
==> run.sh <==
#!/bin/bash
# OpenROAD 26Q1-2900-gdf79404cd8, Yosys 0.63+post, stock flow scripts
make -C /OpenROAD-flow-scripts/flow DESIGN_CONFIG=/design/flow/config.mk WORK_HOME=/design/flow/orfs finish
==> config.mk <==
export PLATFORM = sky130hd
export DESIGN_NAME = seg
export DESIGN_NICKNAME = seg
export VERILOG_FILES = /design/flow/design.v
export SDC_FILE = /design/flow/constraint.sdc
export NUM_CORES = 4
export LEC_CHECK = 1
export CORE_AREA = 10 10 75 75
export DIE_AREA = 0 0 85 85
==> constraint.sdc <==
current_design seg

set clk_period 4.0
set clk_io_pct 0.2

create_clock -name clk0 -period $clk_period [get_ports {clk}]

set non_clock_inputs [all_inputs -no_clocks]
set_input_delay [expr $clk_period * $clk_io_pct] -clock clk0 $non_clock_inputs
set_output_delay [expr $clk_period * $clk_io_pct] -clock clk0 [all_outputs]
==> flow_metrics.tcl <==
# place-and-route summary
set metrics [dict create \
    synth_warnings 1 \
    r2r_slack_ns 2.49 \
    wl_per_cell_um 12.2 \
    status "completed" \
    timing.rr.start "cntClkDiv[0]$_DFF_PP0_" \
    worstReg2RegEnd "cnt[1]$_DFFE_PP0P_" \
    die_area_um2 7230 \
    startpoint_type "input port" \
    crit_fanout 4 \
    placement.io_buffers 24 \
    hpwl_mm 1.60 \
    path_class "input port to primary output" \
    layout.cells.non_filler 171 \
    die_x_um 85 \
    period_needed_ns 3.84 \
    gp_congestion 0.853 \
    die_h_um 85 \
    crit_chain "clkdlybuf4s50_1, mux4_2, inv_1, ha_1, and2_2, o21ai_0, nand3_1, a31oi_1, o32ai_2, dlygate4sd2_1" \
    syn-instance-count 89 \
    slew_headroom 0.735 \
    finalSetupTns_ns 0 \
    finalMaxSlewViolations 0 \
    fp-utilization 0.206 \
    std_cell_rows 23 \
    finalHoldViolCount 0 \
    yosys-stat-area_um2 837 \
    total_power_mw 0.298 \
    yosysUniqueCellTypes 32 \
    drt_wl_total_mm 2.08 \
    rsz0062_at_grt "false" \
    synth-seq-cells 6 \
    ios 25 \
    num_vias 770 \
    yosysSeqAreaShare 0.179 \
    yosysCellCount 89 \
    r2r_cells 4 \
    ant_nets 0 \
    cp-startpoint "disnum[12]" \
    core_um2 4060 \
    syn_area_per_cell_um2 9.41 \
    final_area_um2 1230 \
    crit_buf_inv 3 \
    grt_use_total 0.0544 \
    warning_count 37 \
    antenna_found_initial 0 \
    final-setup-viol-count 0 \
    worstMarginPinSlew_ns 0.397 \
    clkLatencyLatePin_ns 0.33 \
    hold_buffers 0 \
    skew_ns 0.00288 \
    placed_area_um2 1150 \
    drtIter0Drc 64 \
    area_growth_pct 47.4 \
    crit_path_end "SER" \
    antenna_cells 0 \
    met2WireLength_um 906 \
    viasPerCell 4.50 \
    wl_met1_um 967 \
    wl_met3_um 172 \
    critPathCaptureType "primary output" \
    grt_pass1_wl_mm 3.48 \
    cp.arrival_ns 3.04 \
    grt_overflow 0 \
    p_per_area_nw_per_um2 242 \
    grt_pass1_vias 824 \
    cpLargestDelayFamily "buffers and inverters" \
    drive_above_1_share 0.190 \
    routed.top_layer "met4" \
    slowest_delay_ns 0.50 \
    drv_cap 0 \
    first_pass_iters 4 \
    synth.cell_area_um2 837 \
    drcViolationCount 0 \
    peakVddDrop_uv 102 \
    cts_tree "done" \
    crit_cells 10 \
    slowest_stage "mux4_2" \
    p_leak_nw 0.548 \
    hp-class "flop to flop" \
    placedCellCount 164 \
    crit_required_ns 3.20 \
    period_used_share 0.961 \
    path_clk_slew_ns 0.04 \
    timing.fmax_mhz 260 \
    grt_max_degree 13 \
]
[sequential cells by signal, summed over array words and instances, names as in the netlist]
signal     flops
cntClkDiv      4
cnt            2
[what timing repair did]
action                                  CTS  global route
cloned                                    0             0
pin swaps                                 0             0
endpoints found under the setup margin    1             1
setup buffers                             1             0
resized                                   2             1
[area by class of cell]
type                       count  area (µm²)
sequential                     6         150
timing repair buffer          30         282
multi-input combinational     66         602
inverter                      12        45.0
tap                           50        62.6
clock buffer                   7        92.6
fill                         416        2820
[cells in the mapped netlist, drive strengths merged]
master	instances	area (µm²)
inv	12	45.0
nor3	1	5.00
nand3	1	5.00
mux2	1	11.3
o22ai	2	12.5
and3b	1	8.76
nand3b	2	15.0
mux4	6	146
xor2	4	35.0
buf	2	16.3
o21a	1	7.51
nand2	7	26.3
nand2b	2	12.5
dlygate4sd1	1	8.76
clkbuf	2	7.51
o41ai	1	16.3
a31oi	4	25.0
o21ai	4	20.0
or2	1	6.26
nor2	6	22.5
a21oi	2	10.0
dfrtp	6	150
xnor2	1	8.76
ha	13	163
a21boi	2	15.0
a21o	1	7.51
and2	2	13.8
o32ai	1	16.3
[cell usage in the layout (no fill, tap or decap), drive strengths merged, types with 2 or more instances in the layout]
cell / count
a21boi: 2
a21oi: 2
a31oi: 4
and2: 2
buf: 7
clkbuf: 6
clkdlybuf4s50: 23
dfrtp: 6
ha: 13
inv: 12
mux4: 6
nand2: 7
nand2b: 2
nand3b: 2
nor2: 6
o21ai: 4
o22ai: 2
xor2: 4
[where the power goes]
part | switching, mW | internal (mW) | total [mW]
registers | 0 | 0.0611 | 0.0611
clock network | 0.0411 | 0.146 | 0.187
logic | 0.0183 | 0.0318 | 0.0502
total | 0.0594 | 0.239 | 0.298
[per-layer routing]
layer  vias up  GRT usage
li1        373          -
met1       365     0.0686
met2        28     0.0797
met3         4     0.0299
met4         0     0.0120
met5         -          0
[how the worst min path moves through the flow]
stage / from / end / slack (ns) / cells after the start
4_1_cts: cntClkDiv[2]$_DFF_PP0_ / cntClkDiv[3]$_DFF_PP0_ / 0.66 / 1
6_report: cntClkDiv[2]$_DFF_PP0_ / cntClkDiv[0]$_DFF_PP0_ / 0.66 / 1
5_1_grt: cntClkDiv[2]$_DFF_PP0_ / cntClkDiv[3]$_DFF_PP0_ / 0.70 / 1
[metrics by stage]
| step | setup WS (ns) | utilization | hold slack (ns) |
|---|---|---|---|
| 2_1_floorplan | 0.858 | - | 0.585 |
| 3_3_place_gp | -0.124 | 0.284 | 0.641 |
| 3_5_place_dp | -0.133 | 0.284 | 0.647 |
| 4_1_cts | 0.121 | 0.305 | 0.661 |
| 5_1_grt | 0.0168 | 0.304 | 0.699 |
| 6_report | 0.158 | 0.304 | 0.663 |
[cell families after synthesis]
logic type	Yosys count	share of synthesized area
AOI/OAI and AO/OA	18	0.155
xor gates and xnor gates	5	0.0523
adders and majority gates	13	0.194
buffers and inverters	17	0.0927
DFF	6	0.179
muxes	7	0.188
and+or+nand+nor	23	0.138
No activity file was given, so power comes from the tool's default toggle rates.
